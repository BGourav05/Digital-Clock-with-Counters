`flow/run.sh`:
```
#!/bin/bash
# OpenROAD 26Q1-2900-gdf79404cd8, Yosys 0.63+post, stock flow scripts
make -C /OpenROAD-flow-scripts/flow DESIGN_CONFIG=/design/flow/config.mk WORK_HOME=/design/flow/orfs finish
```
`flow/config.mk`:
```
export PLATFORM = sky130hd
export DESIGN_NAME = digital_clock
export DESIGN_NICKNAME = digital_clock
export VERILOG_FILES = /design/flow/design.v
export SDC_FILE = /design/flow/constraint.sdc
export NUM_CORES = 4
export LEC_CHECK = 1
export CORE_UTILIZATION = 40
```
`flow/constraint.sdc`:
```
current_design digital_clock

set clk_period 4.6
set clk_io_pct 0.2

create_clock -name clk0 -period $clk_period [get_ports {clk}]

set non_clock_inputs [all_inputs -no_clocks]
set_input_delay [expr $clk_period * $clk_io_pct] -clock clk0 $non_clock_inputs
set_output_delay [expr $clk_period * $clk_io_pct] -clock clk0 [all_outputs]
```
`flow/design.v`:
```
module digital_clock(
    input clk,           
    input reset,         
    output [6:0] seg,    
    output [3:0] an      
);
    wire clk_1hz;
    wire [5:0] sec, min;
    wire [4:0] hr;
    clock_divider #(100_000_000) DIV (
        .clk(clk),
        .reset(reset),
        .clk_out(clk_1hz)
    );
    counter_60 SEC (.clk(clk_1hz), .reset(reset), .count(sec));
    wire min_tick = (sec == 6'd59);
    counter_60 MIN (.clk(min_tick), .reset(reset), .count(min));
    wire hr_tick = (min == 6'd59 && sec == 6'd59);
    counter_24 HR (.clk(hr_tick), .reset(reset), .count(hr));
    display_mux DISP (
        .clk(clk),
        .hr(hr),
        .min(min),
        .sec(sec),
        .seg(seg),
        .an(an)
    );
endmodule
module clock_divider #(parameter DIVISOR = 100_000_000)(
    input clk,
    input reset,
    output reg clk_out
);
    integer count = 0;
    always @(posedge clk or posedge reset) begin
        if (reset) begin
            count <= 0;
            clk_out <= 0;
        end else begin
            if (count == DIVISOR/2 - 1) begin
                clk_out <= ~clk_out;
                count <= 0;
            end else
                count <= count + 1;
        end
    end
endmodule
module counter_60(
    input clk,
    input reset,
    output reg [5:0] count
);
    always @(posedge clk or posedge reset) begin
        if (reset)
            count <= 0;
        else if (count == 59)
            count <= 0;
        else
            count <= count + 1;
    end
endmodule
module counter_24(
    input clk,
    input reset,
    output reg [4:0] count
);
    always @(posedge clk or posedge reset) begin
        if (reset)
            count <= 0;
        else if (count == 23)
            count <= 0;
        else
            count <= count + 1;
    end
endmodule
module display_mux(
    input clk,
    input [4:0] hr,
    input [5:0] min,
    input [5:0] sec,
    output reg [6:0] seg,
    output reg [3:0] an
);
    reg [1:0] sel = 0;
    reg [3:0] digit;
    reg [15:0] refresh = 0;
    always @(posedge clk)
        refresh <= refresh + 1;
    always @(*) sel = refresh[15:14];   
    always @(*) begin
        case (sel)
            2'b00: digit = sec % 10;
            2'b01: digit = sec / 10;
            2'b10: digit = min % 10;
            2'b11: digit = min / 10;
        endcase
        case (sel)
            2'b00: an = 4'b1110;
            2'b01: an = 4'b1101;
            2'b10: an = 4'b1011;
            2'b11: an = 4'b0111;
        endcase
    end
    always @(*) begin
        case (digit)
            4'd0: seg = 7'b1000000;
            4'd1: seg = 7'b1111001;
            4'd2: seg = 7'b0100100;
            4'd3: seg = 7'b0110000;
            4'd4: seg = 7'b0011001;
            4'd5: seg = 7'b0010010;
            4'd6: seg = 7'b0000010;
            4'd7: seg = 7'b1111000;
            4'd8: seg = 7'b0000000;
            4'd9: seg = 7'b0010000;
            default: seg = 7'b1111111;
        endcase
    end
endmodule
```
==> results.toml <==
# yosys + openroad results
[run_status]
status = "finished with violations"
violations = "setup timing"

[power]
ir_drop_mv = 0.310
power_leakage_nw = 2.09
power.total_mw = 0.732
power_density_nw_per_um2 = 150

[logic_synthesis]
synth_cell_types = 72
avgSynthCellArea_um2 = 8.97
async_reset_ff_frac = 0.738
yosys.area.top_type = "dfrtp_1"
syn_area_um2 = 3910
edf_count = 0
syn_inst = 436
netlist_top_cells_area = "dfrtp_1, dfxtp_1, xnor2_1, ha_1, nor2_1"
yosys_most_used_dff = "dfrtp_1"
yosys_area_um2 = 3910
common_cells = "nor2_1, nand2_1, dfrtp_1"
ys_seq_share = 0.370
yosysTopAreaCellShare = 0.250
yosys_warnings = 4
synth.most_common_cell = "nor2_1"
ys_seq_elements = 61
yosys_cells = 436

[worst_setup_path]
crit_type = "reg -> out"
cp_common_cell = "buf_6"
worstSetupEndpointType = "output pin"
required_ns = 3.68
critPathSlowestCell = "or3b_4"
cp.arrival_ns = 3.91
worstPathMaxFanout = 6
cp_cell_sequence = "or3b_4 > and2_4 > ha_4 > nand3b_1 > ha_1 > o32a_1 > a311o_1 > buf_6 > xnor2_4 > nand4_1 > o211ai_4 > buf_6 > buf_12 > mux2i_4 > a21oi_2 > buf_2"
slowest_delay_ns = 0.39
cp-start-kind = "flop"

[clock_network]
cts_root_buf = "clkbuf_8"
clockBufferDepth = 2
cts-buffers-inserted = 5
postCtsHoldBufs = 0
cts_tree = "yes"
clkLatencyLatePin_ns = 0.30
htreeDepth = 2
clk_pin_slew_ns = 0.09

[min_path]
hold_class = "reg -> reg"

[finish]
area_growth_pct = 24.6
final_cells = 635
drive_above_1_share = 0.255
fillers = 838

[placed_design]
dp.cells = 607
place_hpwl_mm = 5.79
globalplace.congestion = 0.849
portBuffers = 12
dpl_worst_slack_ns = -0.380

[floorplanning]
die_h_um = 101
std_cell_rows = 35
die_w_um = 101
io-pin-count = 13
fp_util = 0.417
die-area_um2 = 10200
fp.coreArea_um2 = 9370

[detailed_routing]
route.final.wire_length_mm = 8.11
wl_per_cell_um = 12.8
first_iter_violations = 128
vias = 3270
num_antenna_cells = 0
vias_per_cell = 5.15
drc = 0
drt_first_pass_iters = 4
ant_nets = 0

[flow_run]
openroad.warnings = 34
drv_cap = 0

[timing]
period_needed_ns = 4.83
worstMarginPinSlew_ns = 0.607
unclocked_pins = 12
slew_viol_final = 0
fin_ws_ns = -0.232
slew_headroom = 0.584
rsz0062_at_grt = "yes"
fin_skew_ns = 0.00953
hold_viol_final = 0
fmax_mhz = 207
fin_crit_sh = 1.05
fin_setup_tns_ns = -1.39
untimed_endpoints = 12
setup_viol = 7

[global_route]
grt-ovfl-total = 0
grt_max_degree = 46
antenna_found_initial = 0
grt_pass1_wl_mm = 14.3
grt_use_total = 0.175
grt_pass1_vias = 3115
## sequential cells by signal (all words and copies together) (netlist names)
| signal | count |
|---|---|
| DIV.count | 32 |
| SEC.count | 6 |
| DIV.clk_out | 1 |
| MIN.count | 6 |
| DISP.refresh | 16 |
## layout by cell type (no fill, tap or decap), types with 6 or more instances in the layout
master,count
a21oi_1,9
and3_1,11
buf_2,7
buf_4,56
buf_6,8
dfrtn_1,6
dfrtp_1,39
dfxtp_1,14
ha_1,12
inv_1,20
mux2i_1,6
nand2_1,40
nand3_1,24
nand4_1,11
nor2_1,50
o21ai_0,14
xnor2_1,27
xor2_1,20
## worst paths after layout
check                                  from         endpoint  slack [ns]  cells after the start
max                        DISP.refresh[14]           seg[0]       -0.23                     16
min reg2reg                 DISP.refresh[0]  DISP.refresh[0]        0.45                      1
max in group asynchronous             reset    DIV.count[19]        3.14                      3
min in group asynchronous             reset    DIV.count[23]        1.06                      3
max reg2reg                    DIV.count[2]    DIV.count[29]        2.23                      9
min                         DISP.refresh[0]  DISP.refresh[0]        0.45                      1
## area by class of cell
cell class              instances  area, um^2  area share
clock inverters                 2        35.0     0.00719
repair buffers                 77         616       0.126
inverters                      24        90.1      0.0185
multi-input cells             336        2440       0.502
well taps                     129         161      0.0331
clock buffers                   6        72.6      0.0149
flip-flops and latches         61        1450       0.298
## logic make-up after synthesis
kind of cell | count (synthesis) | share of synthesized area
muxes | 18 | 0.0538
DFF | 61 | 0.370
adders and majority gates | 18 | 0.0576
AOI/OAI and AO/OA | 77 | 0.144
buffers and inverters | 39 | 0.0445
and+or+nand+nor | 174 | 0.219
xor gates and xnor gates | 49 | 0.112
## worst max-delay path: cells and delay by family, from the launching register on
family          cells  cell delay, ns
xor+xnor            1            0.19
simple gates        4            0.88
fa+ha+maj           2            0.44
flops               1            0.34
compound gates      4            1.01
buf+inv             4            0.56
mux                 1            0.21
## power breakdown
part	switching, mW	internal (mW)	total (mW)	leakage, nW
Sequential	0	0.427	0.427	0.728
Combinational	0.00763	0.00136	0.00899	1.30
Clock	0.134	0.161	0.295	0.0552
Total	0.142	0.590	0.732	2.09
## per-layer routing
metal	wire (um)	track usage	vias up
met2	3630	0.285	43
met1	4180	0.274	1542
met3	196	0.0183	9
li1	-	-	1676
met4	94	0.0145	0
met5	0	0	-
## timing repair
action,in CTS,in global routing
setup endpoints to repair,7,7
resized,60,5
pin swaps,24,8
buffers inserted,17,3
## metrics by stage
stage | hold slack [ns] | area (um^2) | util
3_5_place_dp | 0.427 | 4450 | 0.475
5_1_grt | 0.469 | 4870 | 0.520
3_3_place_gp | 0.429 | 4450 | 0.475
4_1_cts | 0.449 | 4810 | 0.513
6_report | 0.450 | 4870 | 0.520
2_1_floorplan | 0.402 | 3910 | -
Power is estimated from default activity; no workload was simulated.
